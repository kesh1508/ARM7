### flow/run.sh
#!/bin/bash
# OpenROAD 26Q1-2900-gdf79404cd8, Yosys 0.63+post, stock flow scripts
make -C /OpenROAD-flow-scripts/flow DESIGN_CONFIG=/design/flow/config.mk WORK_HOME=/design/flow/orfs finish
### flow/config.mk
export PLATFORM = sky130hd
export DESIGN_NAME = register_bank
export DESIGN_NICKNAME = register_bank
export VERILOG_FILES = /design/flow/design.v
export SDC_FILE = /design/flow/constraint.sdc
export NUM_CORES = 4
export LEC_CHECK = 1
export CORE_UTILIZATION = 40
### flow/constraint.sdc
current_design register_bank

set clk_period 3.8
set clk_io_pct 0.2

create_clock -name clk0 -period $clk_period [get_ports {clk}]

set non_clock_inputs [all_inputs -no_clocks]
set_input_delay [expr $clk_period * $clk_io_pct] -clock clk0 $non_clock_inputs
set_output_delay [expr $clk_period * $clk_io_pct] -clock clk0 [all_outputs]
### flow/design.v
module register_bank(
  input clk,
  input reset,
  input [4:0] reg_addr1,
  input [4:0] reg_addr2,
  input [31:0] data_in,
  input write_enable,
  input read_enable,
  output reg [31:0] data_out1,
  output reg [31:0] data_out2,
  output reg [31:0] status_reg_out
);
  reg [31:0] registers [30:0];
  reg [31:0] status_regs [5:0];
  always @(posedge clk or negedge reset) begin
    if (!reset) begin
      for (int i = 0; i < 31; i++) begin
        registers[i] <= 32'b0;
      end
      for (int i = 0; i < 6; i++) begin
        status_regs[i] <= 32'b0;
      end
    end else begin
      if (write_enable) begin
        if (reg_addr1 != reg_addr2) begin
          registers[reg_addr1] <= data_in;
        end
        registers[reg_addr2] <= data_in;
      end
      if (read_enable) begin
        data_out1 <= registers[reg_addr1];
        data_out2 <= registers[reg_addr2];
        status_reg_out <= status_regs[reg_addr1];
      end
    end
  end
endmodule
==> qor.csv <==
stage,metric,value,unit
place,dp.final_hpwl,191.9,mm
worst_setup_path,critPathMaxFanout,14,
worst_setup_path,cp_slowest_stage_delay,0.78,ns
timing,holdWs,0.05551,ns
logic_synthesis,ys.warnings.count,3,
routing,drt_pass1_iterations,9,
logic_synthesis,ys_area,0.05431,mm2
power_and_ir_drop,leakagePower,27.93,nW
cts,cts_resized,0,
floorplan,core,0.1341,mm2
cts,clock-root-buffer,clkbuf_16,
timing,hold_violations,0,
global_routing,antenna_found_initial,33,
global_routing,track_usage,45.04,%
global_routing,first_global_vias,47224,
worst_setup_path,worstPathRequired,4.34,ns
timing,fin_skew,0.04372,ns
cts,numCtsBuffers,118,
floorplan,dieArea,0.1372,mm2
routing,wl_per_cell,44.13,um
place,place_congestion,1.058,
cts,clockBufferDepth,3,
timing,rsz0062_at_grt,no,
routing,drt_iter0_drc,5821,
timing,worst_pin_slew,1.287,ns
timing,fin_ws,0.1434,ns
worst_setup_path,worstPathArrival,4.20,ns
cts,insertion_delay,0.80,ns
timing,setup_viol,0,
routing,drt_wl_total,297.3,mm
logic_synthesis,synth.distinct_cells,76,
power_and_ir_drop,irDropWorstVdd,0.4570,mV
cts,htreeDepth,3,
timing,period_used_share,96.23,%
floorplan,die_y,370.5,um
routing,ant_nets,0,
timing,max_freq,273.5,MHz
worst_setup_path,crit_type,in2reg,
place,dp.cells,6486,
logic_synthesis,ys_seq_share,49.25,%
timing,post-route-min-period,3.657,ns
routing,via_per_inst,7.161,
global_routing,grt_overflow,0,
logic_synthesis,synth-edff-count,64,
timing,fin_tns_setup,0,ns
global_routing,grt_max_degree,110,
final_layout,syn2layout_area_growth,19.49,%
job,max_cap_violations,0,
timing,relSlewSlack,14.11,%
worst_setup_path,crit_buf_inv,5,
worst_setup_path,critPathMostFrequentCell,buf_4,
min_path,hp-class,in2async,
final_layout,fin_util,48.38,%
worst_setup_path,cp-end-kind,flip-flop,
routing,drc,0,
worst_setup_path,path_delay_family,buffers and inverters,
final_layout,fin_cells,6737,
job,warning_count,39,
logic_synthesis,ys.flops,1056,
floorplan,fp_util,40.49,%
final_layout,fill_cells,11906,
worst_setup_path,worstPathCellList,"clkdlybuf4s50_1, buf_12, buf_4, and3_4, a22oi_2, buf_4, buf_4, o211a_1, nand4_1, o32a_1",
floorplan,num_io_pins,142,
cts,clock-sinks,1056,
logic_synthesis,ys_cells,4657,
routing,vias,48241,
timing,drv_slew,0,
logic_synthesis,synth_cells,4657,
place,place_ws,-0.4585,ns
place,port_buffers,109,
logic_synthesis,synth_area_per_cell,11.66,um2
cts,cts_tree,yes,
floorplan,die_x,370.5,um
logic_synthesis,ys_async_sr_fraction,93.94,%
logic_synthesis,synth_area,0.05431,mm2
outcome,status,completed,
power_and_ir_drop,powerDensity,546.0,mW/mm2
logic_synthesis,flop_cell,dfrtp_1,
global_routing,grt_pass1_wl,401.9,mm
worst_setup_path,cpMaxStageDelayCell,a22oi_2,
cts,path_clk_slew,0.06,ns
final_layout,drive_gt1_share,34.76,%
worst_setup_path,worst_setup_path_start_kind,input pin,
floorplan,placementRows,134,
[sequential cells by signal, indices dropped and copies added, names as in the netlist]
signal	cells
registers	992
data_out1	32
data_out2	32
[synthesized netlist by cell type, drive strengths merged, types with 12 or more instances]
library cell,number,area (um2)
a21boi,28,210.2
edfxtp,64,1922
clkbuf,311,1169
nor2b,13,81.33
a21oi,55,275.3
a22oi,364,2751
a221oi,15,131.4
a222oi,38,380.4
nand2,23,86.33
mux2,999,11250
o32a,55,550.5
buf,243,1529
nand3,506,2532
a22o,34,297.8
mux2i,26,260.3
a2111oi,80,700.7
a32oi,16,140.1
nor3,16,105.1
and3,242,1514
and4,14,122.6
nand4,194,1214
nor2,50,195.2
dfrtp,992,24820
o21ai,53,310.3
and2,37,234.0
or4,31,232.7
nor4,12,75.07
[power by group]
group          total [W]  leakage, nW  switching (W)  internal (W)
clock             0.0122         2.01        0.00515       0.00708
combinational    0.00595         13.1        0.00280       0.00315
sequential        0.0173         12.8        0.00288        0.0144
[logic make-up after synthesis]
family	after synthesis	synth area share [%]
muxes	1025	21.19
and+or+nand+nor	1181	12.46
other	1	0.006905
xor gates and xnor gates	5	0.08063
DFF	1056	49.25
AOI/OAI and AO/OA	829	12.00
buffers and inverters	560	5.009
[placed cells by master (no fill, tap or decap), types with 38 or more instances in the layout]
cell type,Yosys,final
a22oi_1,362,362
a21oi_1,55,55
buf_12,0,126
a2111oi_0,80,80
clkbuf_16,0,120
and3_1,242,240
a222oi_1,38,38
o32a_1,55,55
buf_4,113,350
dfrtp_1,992,992
mux2_1,73,73
clkdlybuf4s50_1,0,99
nand4_1,194,194
nand3_1,506,506
mux2_2,926,926
edfxtp_1,64,64
[worst paths after layout]
| path | slack (ns) | from | endpoint | cells after the start |
|---|---|---|---|---|
| max in group asynchronous | 2.43 | reset | registers[25][2] | 3 |
| worst max-delay path | 0.14 | reg_addr1[3] | data_out1[30] | 10 |
| min in group clk0 | 0.52 | registers[16][27] | registers[16][27] | 1 |
| worst min register to register | 0.52 | registers[16][27] | registers[16][27] | 1 |
| worst min-delay path | 0.06 | reset | registers[3][21] | 2 |
| worst max register to register | 1.55 | registers[28][24] | data_out2[24] | 5 |
[area by class of cell]
class	instances	area (um2)	share of cell area, %
Multi-Input combinational cell	3072	25530	39.34
Timing Repair Buffer	585	6223	9.591
Clock buffer	162	3361	5.179
Antenna cell	27	67.56	0.1041
Clock inverter	61	732.0	1.128
Tap cell	1768	2212	3.409
Inverter	6	22.52	0.03471
Sequential cell	1056	26750	41.22
[worst register-to-register path: cells and delay by family, from the launching register on]
| family | cells | cell delay, ns |
|---|---|---|
| flip-flops | 1 | 0.42 |
| AND-OR/OR-AND | 2 | 0.71 |
| AND/OR/NAND/NOR | 3 | 0.88 |
[through the flow]
stage | power (W) | area (um2)
2_1_floorplan | 0.01990 | 54420
3_3_place_gp | 0.02295 | 60700
3_5_place_dp | 0.02308 | 60700
4_1_cts | 0.03529 | 64820
5_1_grt | 0.03656 | 64840
6_report | 0.03543 | 64890
[per-layer routing]
layer	global-route usage [%]	vias to the layer above	routed length, um
met5	0.4196	-	416
met2	59.35	3881	119400
met3	25.02	1297	45270
met4	26.42	44	23290
li1	-	18401	-
met1	58.76	24618	109000
[what timing repair did]
item                                   4_1_cts  5_1_grt
endpoints found under the hold margin       60        0
buffers inserted                             0        0
hold buffers                                 1        0
No activity file was given, so power comes from the tool's default toggle rates.
