==> design/flow/design.v <==
module alu_k ( 
	input logic [31:0] a, 
	input logic [31:0] b, 
	input [3:0] opcode, 
	output logic [31:0] out
);
	always_comb begin
	   case (opcode)
		4'b0000: out = a + b;
		4'b0001: out = a - b;
		4'b0010: out = a & b;
		4'b0011: out = a | b;
		4'b0100: out = a ^ b;
		4'b0110: out = a + b;  
		4'b0111: out = a - b;  
		default: out = 32'd0;  
	   endcase
end
        always_comb begin
	   case (opcode)
		4'b1000: out = a << b;  
		4'b1001: out = a >> b;  
		4'b1010: out = a >>> b;  
		4'b1011: out = ~a;  
		default: out = 32'd0;  
	   endcase
end
endmodule
==> design/flow/run.sh <==
#!/bin/bash
# OpenROAD 26Q1-2900-gdf79404cd8, Yosys 0.63+post, stock flow scripts
make -C /OpenROAD-flow-scripts/flow DESIGN_CONFIG=/design/flow/config.mk WORK_HOME=/design/flow/orfs finish
==> design/flow/config.mk <==
export PLATFORM = sky130hd
export DESIGN_NAME = alu_k
export DESIGN_NICKNAME = alu_k
export VERILOG_FILES = /design/flow/design.v
export SDC_FILE = /design/flow/constraint.sdc
export NUM_CORES = 4
export LEC_CHECK = 1
export CORE_UTILIZATION = 50
==> design/flow/constraint.sdc <==
current_design alu_k

set clk_period 33.4
set clk_io_pct 0.2

create_clock -name clk0 -period $clk_period

set non_clock_inputs [all_inputs -no_clocks]
set_input_delay [expr $clk_period * $clk_io_pct] -clock clk0 $non_clock_inputs
set_output_delay [expr $clk_period * $clk_io_pct] -clock clk0 [all_outputs]
==> flow_summary.ini <==
; implementation run metrics
[power_and_ir_drop]
ir_drop_mv = 0.01050
cellLeakagePower_nw = 2.373
powerDensity_nw_per_um2 = 18.10

[clock_tree]
postCtsHoldBufs = 0
post_cts_buffers = 0
post_cts_resized = 0

[critical_path]
crit_chain = clkdlybuf4s50_1 -> nor2b_1 -> nor3_1 -> nand2_1 -> o21ai_0 -> inv_1 -> ha_1 -> nor2b_4 -> o31a_1 -> a2111oi_4 -> o21ai_1 -> a21boi_1 -> o311ai_1 -> xnor2_1 -> o221ai_1 -> clkdlybuf4s50_1
critPathLaunch = opcode[1]
slowest_delay_ps = 900
crit_top_cell = clkdlybuf4s50_1
cp-end-kind = output port
cp-start-kind = input port
crit_buf_inv = 3
cpMaxStageDelayCell = nor3_1
cp_data_arrival_time_ps = 12270
required_ps = 26720
cp_top_family = AND-OR/OR-AND gates
crit_fanout = 18
crit_type = input port to output port

[hold_path]
worstHoldStart = opcode[2]
hold_class = input port to output port
holdPathStages = 3
worstHoldEndpoint = out[31]

[timing]
maxSlewHeadroom_pct = 24.36
hold_violations = 0
rsz0062_at_grt = false
tns_ps = 0
period_used_pct = 56.75
slew_violations = 0
setup_violations = 0
worst_slew_pin_slew_ps = 1126
holdWs_ps = 14360
fin_crit_ps = 18950
fmax_mhz = 52.76

[synthesis]
ys_cells = 545
yosys.area.top_type = ha_1
syn_area_um2 = 4155
yosysUniqueCellTypes = 61
avgSynthCellArea_um2 = 7.624
synthTopCellsByArea = ha_1 28%, xnor2_1 8.4%, inv_1 6.4%
yosysTopAreaCellShare_pct = 28.00
ys_warn_count = 33
seq_area_frac_synth_pct = 0
synth_cells = 545
yosys-stat-area_um2 = 4155

[routing]
viasPerCell = 6.078
drc_errors = 0
antennaDiodeCount = 0
routedWlPerCell_um = 16.89
drt-total-wl_mm = 12.40
vias = 4461
ant_nets = 0
first_pass_iters = 4
drt_iter0_drc = 220

[flow_run]
warnings = 65
max-cap-violations = 0

[placement]
dp_hpwl_mm = 9.993
gp_congestion = 0.9074
portBuffers = 100

[floorplanning]
boundaryPins = 100
die_y_um = 93.16
fp_util_pct = 52.68
die-area_um2 = 8679
rows = 32
coreArea_um2 = 7888
die_w_um = 93.16

[finish]
final_layout_size_suffix_gt1_share_pct = 5.696
seq_area_um2 = 0
flops = 0
fillers = 696
nClkBuffers = 0
synthToLayoutAreaGrowth_pct = 26.89

[status]
status = complete, no violations

[global_route]
grt_use_total_pct = 29.32
grt_pass1_vias = 4018
grt_pass1_wl_mm = 20.17
grt_max_degree = 35
antenna_found_initial = 0
grt-ovfl-total = 0
[Yosys cell counts (10+ instances only)]
cell,instances
ha_1,93
inv_1,71
xnor2_1,40
nand2_1,30
a22oi_1,26
a21oi_1,25
nor2_1,24
o221ai_1,21
clkbuf_1,19
o21ai_0,16
o21ai_1,14
nor3_1,11
xor2_1,11
a21o_1,10
mux4_2,10
[power by group]
group / switching (mW) / internal [mW] / total, mW / leakage [nW]
sequential: 0 / 0 / 0 / 0
combinational: 0.0472 / 0.0482 / 0.0954 / 2.37
clock: 0 / 0 / 0 / 0
total: 0.0472 / 0.0482 / 0.0954 / 2.37
[metrics by stage]
stage | setup slack (ps) | util, % | instance area, um^2 | std cells | power (mW)
floorplan | 16810 | - | 4155 | 545 | 0.05769
global placement | 14550 | 66.85 | 5273 | 734 | 0.09402
detailed placement | 14570 | 66.85 | 5273 | 734 | 0.09450
CTS | 14570 | 66.85 | 5273 | 734 | 0.09516
global route | 14180 | 66.85 | 5273 | 734 | 0.1056
finish | 14450 | 66.85 | 5273 | 734 | 0.09544
[routing by layer]
layer	vias up	share of wire, %	GRT usage [%]
met5	-	0	0
met4	0	0.15	0.3846
met3	2	6.2	3.060
met2	150	45	47.00
met1	2104	48	45.28
li1	2205	-	-
[cells by family (layout without fill, tap and decap cells)]
family,after synthesis,after routing,share of synthesized area (%)
AOI/OAI and AO/OA,175,175,30.38
and+or+nand+nor,119,119,15.78
adders and majority gates,94,94,28.49
buffers and inverters,93,180,8.461
xor gates and xnor gates,51,51,10.75
muxes,13,13,6.143
[final cells by class]
| cell class | count | area, um^2 | area share, % |
|---|---|---|---|
| Inverter | 72 | 270.3 | 5.126 |
| Timing Repair Buffer | 108 | 1061 | 20.12 |
| Multi-Input combinational cell | 452 | 3814 | 72.33 |
| Tap cell | 102 | 127.6 | 2.420 |
[tightest hold or removal path, cell delays in order]
cell and delay [ps]:
clkdlybuf4s50_1 520, nor4bb_1 80, clkdlybuf4s50_1 400
[worst max-delay path by stage]
stage | to | slack [ps] | cells past startpoint
CTS | out[19] | 14570 | 16
global route | out[19] | 14180 | 16
finish | out[19] | 14450 | 16
[placed cells by master (no fill, tap or decap), drive strengths merged, types with 3 or more instances in the layout]
master / netlist / final
o21a: 4 / 4
or4: 3 / 3
o221ai: 21 / 21
mux2i: 3 / 3
a221oi: 4 / 4
nor3: 12 / 12
a311oi: 3 / 3
a21o: 10 / 10
xnor2: 40 / 40
nor3b: 4 / 4
nor2b: 5 / 5
o21bai: 4 / 4
clkdlybuf4s50: 0 / 100
buf: 2 / 8
a31oi: 7 / 7
xor2: 11 / 11
or2: 3 / 3
a22oi: 26 / 26
and3: 6 / 6
inv: 72 / 72
nand2b: 6 / 6
o31ai: 6 / 6
a21boi: 3 / 3
nor4: 3 / 3
a41oi: 4 / 4
a211oi: 5 / 5
nand2: 30 / 30
o211ai: 9 / 9
nor2: 25 / 25
o21ai: 32 / 32
nand3: 3 / 3
and2: 5 / 5
mux4: 10 / 10
nand4: 6 / 6
a21oi: 26 / 26
or3: 6 / 6
ha: 93 / 93
Power is estimated from default activity; no workload was simulated.
