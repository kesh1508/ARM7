==> ./design.v <==
module address_incrementer(
  input clk,
  input reset,
  input [31:0] address,
  input [31:0] increment,
  output reg [31:0] next_address
);
  always @(posedge clk or negedge reset) begin
    if (!reset) begin
      next_address <= 32'b0;
    end else begin
      next_address <= address + increment;
    end
  end
endmodule
==> ./run.sh <==
#!/bin/bash
# OpenROAD 26Q1-2900-gdf79404cd8, Yosys 0.63+post, stock flow scripts
make -C /OpenROAD-flow-scripts/flow DESIGN_CONFIG=/design/flow/config.mk WORK_HOME=/design/flow/orfs finish
==> ./config.mk <==
export PLATFORM = sky130hd
export DESIGN_NAME = address_incrementer
export DESIGN_NICKNAME = address_incrementer
export VERILOG_FILES = /design/flow/design.v
export SDC_FILE = /design/flow/constraint.sdc
export NUM_CORES = 4
export LEC_CHECK = 1
export CORE_UTILIZATION = 30
==> ./constraint.sdc <==
current_design address_incrementer

set clk_period 1.0
set clk_io_pct 0.2

create_clock -name clk0 -period $clk_period [get_ports {clk}]

set non_clock_inputs [all_inputs -no_clocks]
set_input_delay [expr $clk_period * $clk_io_pct] -clock clk0 $non_clock_inputs
set_output_delay [expr $clk_period * $clk_io_pct] -clock clk0 [all_outputs]
==> flow_summary.toml <==
# flow metrics
[outcome]
outcome = "finished with violations"
violations = "setup timing"

[logic_synthesis]
synth.cell_area_mm2 = 0.00255
edf_count = 0
top_cell_area_share_pct = 31.4
synthArstFlopShare_pct = 100
ys_warn_count = 1
synth_stat.cells = 272
ys_types = 52
yosys_area_mm2 = 0.00255
synthTopCellsByCount = "dfrtp_1 (32), ha_1 (31), a21oi_1 (29)"
ys.flops = 32
synth_seq_share_pct = 31.4
syn_avg_cell_area_um2 = 9.37
yosysMostFrequentCell = "dfrtp_1"
syn_inst = 272
ys_dominant_reg_cell = "dfrtp_1"
top_area_cell = "dfrtp_1"
area_leaders = "dfrtp_1 (31%), ha_1 (15%), a21oi_1 (5.7%), a21o_1 (5.6%), xor2_1 (5.2%)"

[clock_network]
htree_levels = 2
cts_root_buf = "clkbuf_8"
numClockSinks = 32
cts.path.max_buffers = 2
clkTransAtPathRegs_ns = 0.07
cts_tree = "built"
cts_buffers = 5

[global_route]
overflow = 0
grt_pass1_vias = 2726
grt_first_pass_wirelength_um = 12200
grt_max_degree = 33
antenna_found_initial = 0
grt_usage_pct = 17.5

[placed_design]
hpwl_um = 5710
place.gp.congestion = 0.839
place_area_mm2 = 0.00456
portBuffers = 97
dp_cells = 547

[die]
die_w_um = 94.2
num_io_pins = 98
initCoreUtil_pct = 31.0
chipArea_mm2 = 0.00887
row_count = 33
core_mm2 = 0.00822
die_h_um = 94.2

[layout]
syn_to_final_growth_pct = 101
finalNonFillerCells = 579
drive_above_1_share_pct = 57.2
largest_reg_flops = 32
top_regs = "next_address: 32 flops"
design_area_mm2 = 0.00512
largest-register = "next_address"

[route]
post_drt_via_cell_ratio = 4.89
ant_nets = 0
drt-initial-drc-count = 67
vias = 2833
wl_um = 7600
wire_per_inst_um = 13.1
antenna_cells = 0
drc = 0
dr.pass1.iters = 4

[final_timing]
fin_crit_ns = 1.84
setup_viol = 28
grt_setup_unrepaired = "yes"
holdWs_ns = 0.121
slew_violations = 0
min_period_over_period_pct = 184
hold_viol = 0
max_freq_ghz = 0.542
tightest_slew_ns = 0.320
setup_ws_ns = -0.845
relSlewSlack_pct = 78.4

[power_and_ir_drop]
power_leakage_nw = 2.31
peakVddDrop_mv = 0.746
powerDensity_mw_per_mm2 = 1110

[worst_setup_path]
required_ns = 1.16
cpPeakStageDelay_ns = 0.33
cp_max_fo = 3
startpoint_type = "primary input"
path_cells = "buf_6 > ha_4 > and3_4 > o211ai_1 > o21bai_4 > a22oi_4 > a31oi_4 > o311a_1 > or3_1"
critPathCaptureType = "register"
startpoint = "address[8]"
worstSetupEndpoint = "next_address[31]$_DFF_PN0_"
slowest_stage = "or3_1"
crit_arrival_ns = 2.01
critPathKind = "in -> reg"

[job]
drv_cap = 0
warnings = 28

[min_path]
hp-class = "in -> reg"
[critical path: cells and delay by family]
family	cells	cell delay, ns
AOI/OAI and AO/OA	5	0.94
and+or+nand+nor	2	0.51
adders and majority gates	1	0.26
buffers and inverters	1	0.09
[report_power, final]
group | internal [mW] | switching (mW)
logic | 1.63 | 1.16
clock network | 0.740 | 0.508
registers | 1.57 | 0.0699
total | 3.93 | 1.74
[logic make-up after synthesis]
| group | synth area share [%] |
|---|---|
| adder cells (fa/ha/maj) | 16.0 |
| flip-flops | 31.4 |
| multiplexers | 0.786 |
| buffers and inverters | 2.55 |
| AND-OR/OR-AND | 27.2 |
| AND/OR/NAND/NOR | 12.4 |
| XOR/XNOR | 9.62 |
[cell usage in the layout, fill, tap and decap left out, types with 7 or more instances in the layout]
cell / count
dfrtp_1: 32
nand2_1: 15
buf_2: 43
xor2_1: 14
buf_6: 27
buf_4: 93
clkdlybuf4s15_1: 7
a21oi_1: 9
dlygate4sd2_1: 20
ha_4: 27
nor2_1: 10
clkdlybuf4s50_1: 9
a21oi_4: 9
a21o_1: 19
nand4_1: 7
a21oi_2: 11
xnor2_1: 11
[per-stage QoR]
stage          util (%)  power [mW]  worst slack, ns  setup TNS, ns
6_report           62.4        5.68           -0.845         -17.85
5_1_grt            62.4        6.05           -0.917         -19.46
4_1_cts            59.9        5.56           -0.889         -17.56
3_5_place_dp       55.4        4.26            -1.54         -36.98
3_3_place_gp       55.4        4.25            -1.53         -36.64
2_1_floorplan         -        2.78            -1.02         -16.72
[repair_timing]
item | in CTS | in global routing
resized | 301 | 38
endpoints found under the setup margin | 63 | 33
hold buffers | 0 | 0
buffers inserted | 22 | 6
endpoints found under the hold margin | 0 | 0
pin swaps | 79 | 41
[worst min path at each step]
stage                      start                         to  cells after the start
after global routing  address[0]  next_address[0]$_DFF_PN0_                      2
final                 address[0]  next_address[0]$_DFF_PN0_                      2
after CTS             address[0]  next_address[0]$_DFF_PN0_                      2
[metal layers]
layer	track usage (%)	routed length, µm
met1	24.4	3490
met3	2.06	317
met2	30.7	3730
met4	1.28	68
met5	0	0
[area by class of cell]
class	count	area, µm²
Clock buffer	6	72.6
Clock inverter	2	35.0
Fill cell	646	3090
Inverter	6	22.5
Multi-Input combinational cell	224	2440
Sequential cell	32	801
Tap cell	105	131
Timing Repair Buffer	204	1620
No activity file was given, so power comes from the tool's default toggle rates.
